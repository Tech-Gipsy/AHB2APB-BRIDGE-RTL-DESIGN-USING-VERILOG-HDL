<file path="design.v">
module ahbslave(
    HCLK,
    HRESETn,
    HADDR,
    HADDR_1,
    HADDR_2,
    HWDATA,
    HWDATA_1,
    HWDATA_2,
    HWRITE,
    HWRITEreg,
    HRESP,
    HRDATA,
    PRDATA,
    TEMP_SEL,
    valid,
    HTRANS,
    HREADYin
);
parameter slave0_0=32'h8000_0000,slave0_1=32'h8400_0000;
parameter slave1_0=32'h8400_0001,slave1_1=32'h8800_0000;
parameter slave2_0=32'h8800_0001,slave2_1=32'h8c00_0000;
parameter   IDLE=2'b00,WAIT=2'b01,
	        NONSEQ=2'b10,SEQ=2'b11;
input HCLK,HRESETn;
input HREADYin,HWRITE;
input [1:0] HTRANS;
input [31:0] HADDR,HWDATA,PRDATA;
output reg HWRITEreg,valid;
output reg [1:0]HRESP;
output reg [2:0] TEMP_SEL;
output reg [31:0] HADDR_1,HADDR_2,HWDATA_1,HWDATA_2;
output [31:0]HRDATA;
assign HRDATA=PRDATA;
always@(posedge HCLK,negedge HRESETn)
begin
    HRESP=0;
    if(~HRESETn)
    begin
        HADDR_1<=0;
        HADDR_2<=0;
        HWDATA_1<=0;
        HWDATA_2<=0;
    end
    else
    begin
        HADDR_1<=HADDR;
        HADDR_2<=HADDR_1;
        HWDATA_1<=HWDATA;
        HWDATA_2<=HWDATA_1;
    end
end
always@(*)
begin
     if((HADDR>=slave0_0 && HADDR<= slave2_1) && (HTRANS!=IDLE && HTRANS!=WAIT) && (HREADYin==1'b1))
        valid = 1'b1;
    else
        valid=1'bx;
end
always@(*)
begin
	if(slave0_1>=HADDR>=slave0_0) 
			TEMP_SEL=3'b001;
	else if(slave1_1>=HADDR>=slave1_0) 
			TEMP_SEL=3'b010;
	else if(slave2_1>=HADDR>=slave2_0) 
		TEMP_SEL=3'b100;
	else
		TEMP_SEL=3'b100;
end
always@(posedge HCLK,negedge HRESETn)
begin
	if(~HRESETn)
		HWRITEreg <= 0;
	else
		HWRITEreg<= HWRITE;
end
endmodule
module bridgetop(   HCLK,
                    HRESETn,
                    HADDR,
                    HWDATA,
                    HWRITE,
                    HTRANS,
                    HREADYin,
                    HREADYout,
                    HRDATA,
                    HRESP,
                    PENABLE,
                    PWRITE,
                    PSEL,
                    PWDATA,
                    PRDATA,
                    PADDR
                );
input HCLK,HRESETn;
input HWRITE,HREADYin;
input [1:0] HTRANS;
input [31:0] HADDR,HWDATA,PRDATA;
output PWRITE,PENABLE,HREADYout;
output [2:0]PSEL;
output  [1:0]HRESP;
output [31:0] PADDR,PWDATA,HRDATA;
wire [31:0] addr1,addr2,data1,data2;
wire writereg,vld;
wire [2:0] sel;
ahbslave AHBSLAVE(
                    .HCLK(HCLK),
                    .HRESETn(HRESETn),
                    .HADDR(HADDR),
                    .HADDR_1(addr1),
                    .HADDR_2(addr2),
                    .HWDATA(HWDATA),
                    .HWDATA_1(data1),
                    .HWDATA_2(data2),
                    .HWRITE(HWRITE),
                    .HWRITEreg(writereg),
                    .HRESP(HRESP),
                    .HRDATA(HRDATA),
                    .PRDATA(PRDATA),
                    .TEMP_SEL(sel),
                    .valid(vld),
                    .HTRANS(HTRANS),
                    .HREADYin(HREADYin)  
                );
fsm FSM(
            .HCLK(HCLK),
            .HRESETn(HRESETn),
            .HADDR_1(addr1),
            .HADDR_2(addr2),
            .HWDATA_1(data1),
            .HWDATA_2(data2),
            .HWRITE(HWRITE),
            .HWRITEreg(writereg),
            .HTRANS(HTRANS),
            .valid(vld),
            .TEMP_SEL(sel),
            .PADDR(PADDR),
            .PSEL(PSEL),
            .PWRITE(PWRITE),
            .PENABLE(PENABLE),
            .PWDATA(PWDATA),
            .HREADYout(HREADYout)
          );
endmodule
module fsm(
            HCLK,
            HRESETn,
            HADDR_1,
            HADDR_2,
            HWDATA_1,
            HWDATA_2,
            HWRITE,
            HWRITEreg,
            HTRANS,
            valid,
            TEMP_SEL,
            PADDR,
            PSEL,
            PWRITE,
            PENABLE,
            PWDATA,
            HREADYout
          );
parameter	ST_IDLE=3'b000,            ST_WWAIT=3'b001,
            ST_READ=3'b010,            ST_WRITE=3'b011,
            ST_WRITEP=3'b100,          ST_RENABLE=3'b101,
            ST_WENABLE=3'b110,         ST_WENABLEP=3'b111;
input HCLK,HRESETn;
input valid,HWRITE,HWRITEreg;
input [1:0] HTRANS;
input [2:0] TEMP_SEL;
input [31:0] HADDR_1,HADDR_2,HWDATA_1,HWDATA_2;
output reg PWRITE,PENABLE,HREADYout;
output reg [31:0] PADDR,PWDATA;
output reg [2:0] PSEL;
reg [2:0] state,nstate;
reg [31:0] tmpaddr;
always@(posedge HCLK,negedge HRESETn)
begin 
    if(~HRESETn)
    begin
        state <= ST_IDLE;
    end
    else
    begin
        state<=nstate;
    end
end
always@(*)
 begin
      nstate=ST_IDLE;
	PSEL = 0;
	PENABLE = 0;
	HREADYout = 0;
        PWRITE = 0;
	case(state)
         ST_IDLE:begin
		  HREADYout=1'b1;
		  if(~valid)
		    nstate=ST_IDLE;
		  else if(valid && HWRITE)
		    nstate=ST_WWAIT;
		  else 
		    nstate=ST_READ;
		end
	 ST_WWAIT:begin
		  HREADYout=1'b1;
		  if(~valid)
		    nstate=ST_WRITE;
		  else if(valid)
		    nstate=ST_WRITEP;
		end
	ST_READ: begin
		 PSEL=TEMP_SEL;
		 PADDR=HADDR_1;
		HREADYout=1'b0;
		 nstate=ST_RENABLE;
		end
	ST_WRITE:begin
		 PSEL=TEMP_SEL;
		 PADDR=HADDR_1;
		 PWRITE=1'b1;
		 PWDATA=HWDATA_1;
		 PENABLE=1'b0;
		  if(~valid)
		      nstate=ST_WENABLE;
		  else if(valid)
		      nstate=ST_WENABLEP;
		 end
	ST_WRITEP: begin
			PADDR=HADDR_1;
			PSEL=TEMP_SEL;
			PENABLE=1'b0;
			PWRITE=1'b1;
			PWDATA=HWDATA_1;
		HREADYout=1'b0;
			nstate=ST_WENABLEP;
                    end
	ST_RENABLE: begin
		     PENABLE=1'b1;
		     PSEL=TEMP_SEL;
		     HREADYout=1'b1;
			PADDR=HADDR_1;
		      if(~valid)
			nstate=ST_IDLE;
		      else if(valid && ~HWRITE)
			nstate=ST_READ;
		      else if(valid && HWRITE)
			nstate=ST_WWAIT;
		   end
	ST_WENABLE: begin
		      PENABLE=1'b1;
		      PSEL=TEMP_SEL;
		      PWRITE=1'b1;
		      HREADYout=1'b1;
				PADDR=HADDR_1;
			PWDATA=HWDATA_1;
			if(valid && ~HWRITE)
			nstate=ST_READ;
		      else if(~valid)
			nstate=ST_IDLE;
		      else if(valid && HWRITE)
			nstate=ST_WWAIT;
		    end
	ST_WENABLEP: begin
		       PSEL=TEMP_SEL;
		       PENABLE=1'b1;
		       PWRITE=1'b1;
		       HREADYout=1'b1;
				PADDR=HADDR_1;
				PWDATA=HWDATA_1;
				HREADYout=1'b0;
		       if(~HWRITEreg)
			nstate=ST_READ;
		       else if(~valid && HWRITEreg)
			nstate=ST_WRITE;
		       else if(valid && HWRITEreg)
			nstate=ST_WRITEP;
		     end
		 default:nstate=ST_IDLE;
		endcase
             end
endmodule		    
</file>
<file path="run.sh">
#!/bin/bash
# OpenROAD 26Q1-2900-gdf79404cd8, Yosys 0.63+post, stock flow scripts
make -C /OpenROAD-flow-scripts/flow DESIGN_CONFIG=/design/flow/config.mk WORK_HOME=/design/flow/orfs finish
</file>
<file path="config.mk">
export PLATFORM = sky130hd
export DESIGN_NAME = bridgetop
export DESIGN_NICKNAME = bridgetop
export VERILOG_FILES = /design/flow/design.v
export SDC_FILE = /design/flow/constraint.sdc
export NUM_CORES = 4
export LEC_CHECK = 1
export CORE_UTILIZATION = 40
</file>
<file path="constraint.sdc">
current_design bridgetop

set clk_period 1.0
set clk_io_pct 0.2

create_clock -name clk0 -period $clk_period [get_ports {HCLK}]

set non_clock_inputs [all_inputs -no_clocks]
set_input_delay [expr $clk_period * $clk_io_pct] -clock clk0 $non_clock_inputs
set_output_delay [expr $clk_period * $clk_io_pct] -clock clk0 [all_outputs]
</file>
==> impl_metrics.yaml <==
# flow metrics
outcome:
  run_status: "finished with violations"
  violations: "setup timing"
synthesis:
  largest_area_cell: "dfrtp_1"
  numSynthFlops: 135
  top_logic_kind: "buffers and inverters"
  synthCells: 184
  synthMuxAreaShare_pct: 0
  post_synth_ao_oa_area_fraction_pct: 0.487
  ys_area_mm2: 0.00308
  ys_cells: 184
  synth_xor_xnor_area_share_pct: 0
  synth_area_mm2: 0.00308
  yosys_warnings: 2
  synth-simple-area-share_pct: 1.70
  syn_area_per_cell_um2: 16.8
  top_cells_by_area: "dfrtp_1, dlxtn_1, buf_4"
  synth.top_cell.area_share_pct: 56.8
  fa_ha_area_share_pct: 0
  ys_types: 15
route:
  via_per_inst: 4.06
  antenna_cells: 0
  postRouteAntennaNets: 0
  routed_wl_um: 5370
  drc: 0
  drt-initial-drc-count: 32
  wl_per_cell_um: 13.0
  vias: 1677
  dr.pass1.iters: 3
grt:
  grt_max_degree: 33
  grt_overflow: 0
  antenna_found_initial: 0
  grt_pass1_vias: 1696
  grt_pass1_wl_um: 8730
  grt_usage_pct: 14.7
layout:
  syn_to_final_growth_pct: 49.0
  final_cell_count_no_fill: 413
  most-common-layout-cells: "clkdlybuf4s50_1, dfrtp_1, dlxtn_1"
  n_fill_cell: 555
  lay_top_count: "clkdlybuf4s50_1"
  drive_gt1_share_pct: 9.87
critical_path:
  cp_cell_sequence: "buf_6 > nor3_4 > nand2b_1 > buf_2"
  worstSetupPathType: "flop to primary output"
  crit_fanout: 2
  critPathSlowestCell: "dfrtp_1"
  crit_arrival_ps: 1160
  start_kind: "flop"
  end_kind: "primary output"
  cp.required_ps: 800
  cpPeakStageDelay_ps: 390
clock_network:
  cts_tree: "built"
  cts_made_buffers: 9
  cts_buffer_depth: 2
  cts.clk_slew.worst_paths_ps: 70
  h-tree-depth: 3
  cts_root_buf: "clkbuf_8"
  clock_latency_ps: 330
power_and_ir_drop:
  powerDensity_mw_per_mm2: 1330
  seq_power_share_pct: 54.5
  ir_drop_mv: 0.587
  p_switching_mw: 1.21
  p_comb_share_pct: 10.7
  p_clk_share_pct: 34.8
  internal-power_mw: 4.89
  p_sw_share_pct: 19.8
  leakage_nw: 2.08
die:
  coreArea_mm2: 0.00737
  row_count: 31
  fp.dieArea_mm2: 0.00807
  die_x_um: 89.8
  fp_util_pct: 41.9
  die_h_um: 89.8
  pin_count: 206
timing:
  period_used_pct: 136
  slew_headroom_pct: 54.2
  drv_slew: 0
  fin_ws_ps: -358
  fmax_ghz: 0.736
  setup_violations: 13
  timing.setup.tns_ps: -1310
  hold_viol_final: 0
  fin_skew_ps: 1.59
  rsz0062_at_grt: "true"
  tightestPinTransition_ps: 685
  unconstrained_endpoints: 128
  unclocked_regs: 64
  finalCriticalPeriod_ps: 1360
place:
  io_buffers: 134
  placed_cells: 391
  gp_routability_congestion: 0.745
  pre_cts_slack_ps: -293
  dp_hpwl_um: 3830
run:
  maxCapViolations: 0
  warnings: 30
worst_hold_path:
  hold_path.class: "input port to flop"
-- cells by family after synthesis --
kind of cell | Yosys count
AND/OR/NAND/NOR | 9
AND-OR/OR-AND | 2
buffers and inverters | 37
flip-flops | 71
latches | 64
other | 1
-- metrics by stage --
step | total power [mW] | hold WS [ps] | cell area (um^2) | util [%]
6_report | 6.10 | 300 | 4590 | 62.3
5_1_grt | 6.43 | 271 | 4590 | 62.3
3_3_place_gp | 4.00 | 88.8 | 4360 | 59.2
4_1_cts | 6.23 | 281 | 4610 | 62.5
3_5_place_dp | 4.02 | 91.3 | 4360 | 59.2
2_1_floorplan | 3.47 | -95.6 | 3100 | -
-- what timing repair did --
item                       in CTS  in global routing
buffers inserted                5                  0
hold endpoints to repair       60                 15
setup endpoints to repair       4                 66
hold buffers                    2                  2
pin swaps                       4                  2
resized                        19                  0
-- synth_stat cells --
| cell type | n |
|---|---|
| o22ai_1 | 1 |
| dfstp_2 | 1 |
| nand2b_1 | 1 |
| nor2b_1 | 1 |
| nand2_1 | 1 |
| nor2_1 | 2 |
| buf_4 | 36 |
| dfrtp_1 | 70 |
| inv_1 | 1 |
| conb_1 | 1 |
| or2_2 | 1 |
| or2_1 | 2 |
| nor3_2 | 1 |
| a21o_2 | 1 |
| dlxtn_1 | 64 |
-- layer usage --
| metal | routed length, um | up-vias | track usage (%) |
|---|---|---|---|
| li1 | - | 768 | - |
| met1 | 2360 | 782 | 23.3 |
| met5 | 0 | - | 0 |
| met2 | 2270 | 111 | 20.0 |
| met3 | 648 | 16 | 6.53 |
| met4 | 97 | 0 | 3.01 |
-- flip-flops by register name, summed over array words and instances (netlist names) --
| name | cells |
|---|---|
| FSM.state | 6 |
| FSM.PWDATA | 32 |
| AHBSLAVE.HWDATA_1 | 32 |
| FSM.PADDR | 32 |
| AHBSLAVE.HADDR_1 | 32 |
| AHBSLAVE.HWRITEreg | 1 |
-- area by class of cell --
class	instances	area, um^2	share of cell area, %
Clock buffer	13	139	3.02
Tap cell	99	124	2.70
Inverter	1	3.75	0.0817
Sequential cell	135	2740	59.6
Multi-Input combinational cell	16	92.6	2.02
Clock inverter	3	43.8	0.953
Timing Repair Buffer	146	1450	31.6
-- critical path, delay by kind of cell (launching register included) --
kind | cells | cell delay, ps
flip-flops | 1 | 390
buffers and inverters | 2 | 220
AND/OR/NAND/NOR | 2 | 220
-- power groups by stage --
stage | clock network (mW) | logic (mW) | registers (mW)
after CTS | 2.22 | 0.685 | 3.33
final | 2.13 | 0.651 | 3.33
after global routing | 2.36 | 0.714 | 3.35
-- path summary, 6_finish.rpt --
kind | from | endpoint | slack [ps] | cells after the start
setup reg to reg | FSM.state[7]$_DFF_PN0_ | FSM.state[1]$_DFF_PN0_ | 70 | 3
hold / removal | HWDATA[30] | AHBSLAVE.HWDATA_1[30]$_DFF_PN0_ | 300 | 1
hold reg to reg | AHBSLAVE.HWRITEreg$_DFF_PN0_ | FSM.state[2]$_DFF_PN0_ | 470 | 1
min in group asynchronous | HRESETn | AHBSLAVE.HWDATA_1[21]$_DFF_PN0_ | 380 | 3
max in group asynchronous | HRESETn | AHBSLAVE.HWDATA_1[31]$_DFF_PN0_ | -10 | 3
setup / recovery | FSM.state[1]$_DFF_PN0_ | PSEL[2] | -360 | 4
Power and IR drop assume default switching activity.
